==> ./constraint.sdc <==
current_design circuit3

set clk_period 11.5
set clk_io_pct 0.2

create_clock -name clk0 -period $clk_period [get_ports {Clk}]

set non_clock_inputs [all_inputs -no_clocks]
set_input_delay [expr $clk_period * $clk_io_pct] -clock clk0 $non_clock_inputs
set_output_delay [expr $clk_period * $clk_io_pct] -clock clk0 [all_outputs]
==> ./config.mk <==
export PLATFORM = sky130hd
export DESIGN_NAME = circuit3
export DESIGN_NICKNAME = circuit3
export VERILOG_FILES = /design/flow/design.v
export SDC_FILE = /design/flow/constraint.sdc
export NUM_CORES = 4
export LEC_CHECK = 1
export CORE_UTILIZATION = 30
==> ./design.v <==
`timescale 1ns / 1ns
module SADD(a, b, sum);
    parameter DATAWIDTH = 32;
    input signed [DATAWIDTH-1:0] a;
    input signed [DATAWIDTH-1:0] b;
    output reg signed [DATAWIDTH-1:0] sum;
    always @(a,b) begin
        sum <= a+b;
    end
endmodule
`timescale 1ns/1ns
module SREG(q, d, Clk, Rst);
    parameter   DATAWIDTH = 32;
    input Clk;
    input Rst;
    input signed [DATAWIDTH-1:0] d;
    output reg signed [DATAWIDTH-1:0] q;
    always @(posedge Clk) begin
        if (Rst == 1'b1)
            q <= 0;
        else
            q <= d;
    end
endmodule
`timescale 1ns / 1ns
module SSHR(a,sh_amt,d);
    parameter DATAWIDTH = 32;
    input signed [DATAWIDTH-1:0] a;
    input [DATAWIDTH-1:0] sh_amt;
    output reg signed [DATAWIDTH-1:0] d;
    always @(a,sh_amt) begin
        d <= a >> sh_amt;
    end
endmodule
`timescale 1ns / 1ns
module circuit3(a, b, c, d, e, f, g, h, sa, avg, Clk, Rst);
    input Clk, Rst;
    input [7:0] sa;
    input signed [15:0] a, b, c, d, e, f, g, h;
    output signed [15:0] avg;
    wire        [31:0] sa_32;
    wire signed [31:0] l00, l01, l02, l03, l10, l11, l2, l2div2, l2div4, l2div8;
    wire signed [31:0] a_32, b_32, c_32, d_32, e_32, f_32, g_32, h_32;
    wire signed [15:0] l2div8_16;
    assign a_32 = {{16{a[15]}}, a};
    assign b_32 = {{16{b[15]}}, b};
    assign c_32 = {{16{c[15]}}, c};
    assign d_32 = {{16{d[15]}}, d};
    assign e_32 = {{16{e[15]}}, e};
    assign f_32 = {{16{f[15]}}, f};
    assign g_32 = {{16{g[15]}}, g};
    assign h_32 = {{16{h[15]}}, h};    
    assign sa_32 = {{24{1'b0}}, sa};
    assign l2div8_16 = l2div8[15:0];
    SADD   #(.DATAWIDTH(32)) ADD_1(a_32, b_32, l00);           
    SADD   #(.DATAWIDTH(32)) ADD_2(c_32, d_32, l01);           
    SADD   #(.DATAWIDTH(32)) ADD_3(e_32, f_32, l02);           
    SADD   #(.DATAWIDTH(32)) ADD_4(g_32, h_32, l03);           
    SADD   #(.DATAWIDTH(32)) ADD_5(l00, l01, l10);             
    SADD   #(.DATAWIDTH(32)) ADD_6(l02, l03, l11);             
    SADD   #(.DATAWIDTH(32)) ADD_7(l10, l11, l2);              
    SSHR   #(.DATAWIDTH(32)) SHR_1(l2, sa_32, l2div2);         
    SSHR   #(.DATAWIDTH(32)) SHR_2(l2div2, sa_32, l2div4);     
    SSHR   #(.DATAWIDTH(32)) SHR_3(l2div4, sa_32, l2div8);     
    SREG   #(.DATAWIDTH(16)) REG_1(avg, l2div8_16, Clk, Rst);  
endmodule
==> ./run.sh <==
#!/bin/bash
# OpenROAD 26Q1-2900-gdf79404cd8, Yosys 0.63+post, stock flow scripts
make -C /OpenROAD-flow-scripts/flow DESIGN_CONFIG=/design/flow/config.mk WORK_HOME=/design/flow/orfs finish
==> impl_results.html <==
<h3>Flow metrics</h3>
<table>
<tr><th>Metric</th><th>Value</th></tr>
<tr><th colspan="2">Status</th></tr>
<tr><td>Run status</td><td>completed</td></tr>
<tr><th colspan="2">STA</th></tr>
<tr><td>Transition time of the tightest slew-check pin</td><td>983.1 ps</td></tr>
<tr><td>Fin Hold WS</td><td>2591 ps</td></tr>
<tr><td>Min Clock Period, post-route</td><td>9456 ps</td></tr>
<tr><td>Number of hold violations in the final report</td><td>0</td></tr>
<tr><td>Pins over their slew limit</td><td>0</td></tr>
<tr><td>Setup repair after global routing missed its margin</td><td>false</td></tr>
<tr><td>Normalized max-slew margin</td><td>34.02%</td></tr>
<tr><td>Final number of setup-violating endpoints</td><td>0</td></tr>
<tr><td>Maximum clock frequency</td><td>105.8 MHz</td></tr>
<tr><td>Final worst-path cycle share</td><td>82.23%</td></tr>
<tr><td>Final-layout setup total negative slack</td><td>0 ps</td></tr>
<tr><th colspan="2">Route</th></tr>
<tr><td>Number of vias per cell after detailed routing</td><td>5.597</td></tr>
<tr><td>First drt pass iteration count</td><td>6</td></tr>
<tr><td>N_diodes</td><td>0</td></tr>
<tr><td>Vias after detailed routing</td><td>8323</td></tr>
<tr><td>Violation count after the first detailed-routing iteration</td><td>870</td></tr>
<tr><td>Wire length per cell after detailed routing</td><td>18.71 µm</td></tr>
<tr><td>Post-DRT Antenna Nets</td><td>0</td></tr>
<tr><td>Number of remaining DRC errors</td><td>0</td></tr>
<tr><td>DRT Wirelength</td><td>27820 µm</td></tr>
<tr><th colspan="2">Worst hold path</th></tr>
<tr><td>Path category of the worst min-delay check</td><td>primary input to flip-flop</td></tr>
<tr><th colspan="2">Global routing</th></tr>
<tr><td>Global-route wire length before repair</td><td>45910 µm</td></tr>
<tr><td>Global Route met1 Usage</td><td>35.14%</td></tr>
<tr><td>Met2 routing resource usage after global routing</td><td>34.25%</td></tr>
<tr><td>Largest net degree at the start of global routing</td><td>55</td></tr>
<tr><td>Met3 layer usage reported by global route</td><td>5.506%</td></tr>
<tr><td>Via count of the first global-routing pass</td><td>8279</td></tr>
<tr><td>Antenna violations before repair</td><td>0</td></tr>
<tr><td>Gr busiest metal</td><td>met1</td></tr>
<tr><td>Total congestion overflow after global routing</td><td>0</td></tr>
<tr><td>Aggregate global-route resource usage</td><td>23.22%</td></tr>
<tr><th colspan="2">Clocking</th></tr>
<tr><td># clock sinks</td><td>16</td></tr>
<tr><td>TritonCTS clock tree</td><td>built</td></tr>
<tr><td>Cell resize tally after clock tree synthesis</td><td>0</td></tr>
<tr><td>Inserted Clock Buffers</td><td>3</td></tr>
<tr><td>Number of H-tree levels</td><td>1</td></tr>
<tr><td>Bufs on Longest Clock Path</td><td>2</td></tr>
<tr><td>Post-CTS Setup Bufs</td><td>0</td></tr>
<tr><td>Clock transition at path regs</td><td>50 ps</td></tr>
<tr><td>Cell at the root of the clock tree</td><td>sky130_fd_sc_hd__clkbuf_16</td></tr>
<tr><td>Post-CTS Hold Buffers</td><td>0</td></tr>
<tr><th colspan="2">Die</th></tr>
<tr><td>Io pins</td><td>154</td></tr>
<tr><td>Height of the die</td><td>160.2 µm</td></tr>
<tr><td>Total die size</td><td>0.02565 mm²</td></tr>
<tr><td>FP Rows</td><td>57</td></tr>
<tr><td>Area of the core</td><td>0.02439 mm²</td></tr>
<tr><td>Die width</td><td>160.2 µm</td></tr>
<tr><td>Floorplan Utilization</td><td>30.76%</td></tr>
<tr><th colspan="2">Yosys</th></tr>
<tr><td>Top cells by area, synth</td><td>sky130_fd_sc_hd__fa_1 (26%), sky130_fd_sc_hd__inv_1 (10%), sky130_fd_sc_hd__nand2_1 (4.5%)</td></tr>
<tr><td>Chip area from the yosys synthesis statistics</td><td>0.007503 mm²</td></tr>
<tr><td>Most frequently used flop master after synthesis</td><td>sky130_fd_sc_hd__dfxtp_1</td></tr>
<tr><td>Async set-reset flop share out of synthesis</td><td>0%</td></tr>
<tr><td>Post-synth EDFFs</td><td>0</td></tr>
<tr><td>Yosys warnings</td><td>3</td></tr>
<tr><td>Count of instantiated cells in the yosys netlist</td><td>1042</td></tr>
<tr><td>Number of distinct standard cells referenced by the synthesized netlist</td><td>91</td></tr>
<tr><td>Most frequent cell after synthesis</td><td>sky130_fd_sc_hd__inv_1</td></tr>
<tr><td>Cell type with the largest total area after synthesis</td><td>sky130_fd_sc_hd__fa_1</td></tr>
<tr><td>Netlist area before placement</td><td>0.007503 mm²</td></tr>
<tr><td>Yosys reg bits</td><td>16</td></tr>
<tr><td>Gate Count Post-Synth</td><td>1042</td></tr>
<tr><td>Cell types with the highest counts after synthesis</td><td>sky130_fd_sc_hd__inv_1 (206), sky130_fd_sc_hd__fa_1 (99), sky130_fd_sc_hd__nand2_1 (90), sky130_fd_sc_hd__nor2_1 (75), sky130_fd_sc_hd__a21oi_1 (59)</td></tr>
<tr><td>Post-Syn Area per Cell</td><td>7.201 µm²</td></tr>
<tr><td>Share of the synthesized area in the top cell type</td><td>26.41%</td></tr>
<tr><td>Post-synthesis sequential area ratio</td><td>4.269%</td></tr>
<tr><th colspan="2">Power</th></tr>
<tr><td>Switching power total</td><td>1.586 mW</td></tr>
<tr><td>Internal Dissipation</td><td>0.9471 mW</td></tr>
<tr><td>VDD IR max</td><td>0.1703 mV</td></tr>
<tr><td>Leakage power total</td><td>4.094 nW</td></tr>
<tr><td>Sequential group share of total power</td><td>2.2%</td></tr>
<tr><td>Clock power share</td><td>2.6%</td></tr>
<tr><td>Pwr dens</td><td>268.4 mW/mm²</td></tr>
<tr><td>Portion of total power attributed to combinational logic</td><td>95.1%</td></tr>
<tr><td>Total power of the final layout</td><td>2.533 mW</td></tr>
<tr><td>Fraction of power spent switching nets</td><td>62.62%</td></tr>
<tr><th colspan="2">Layout</th></tr>
<tr><td>Layout-stage area growth over the synthesis result</td><td>25.78%</td></tr>
<tr><td>Registers with the most flip-flops</td><td>REG_1.q (16)</td></tr>
<tr><td>Number of flip-flops in the largest register</td><td>16</td></tr>
<tr><td>Share of post-route cells with drive strength above 1</td><td>5.073%</td></tr>
<tr><td>Number of filler instances in the final layout</td><td>2538</td></tr>
<tr><td>Largest reg by FF count</td><td>REG_1.q</td></tr>
<tr><th colspan="2">Critical path</th></tr>
<tr><td>Worst Path Required</td><td>11680 ps</td></tr>
<tr><td>CP startpoint</td><td>d[2]</td></tr>
<tr><td>Type of the worst setup path</td><td>primary input to flip-flop</td></tr>
<tr><td>Critical Path Start Type</td><td>primary input</td></tr>
<tr><td>Critical Path End Type</td><td>flip-flop</td></tr>
<tr><td>Last element of the critical path</td><td>REG_1.q[1]</td></tr>
<tr><td>Arrival time worst endpoint</td><td>9630 ps</td></tr>
<tr><td>Worst Path Max Fanout</td><td>12</td></tr>
<tr><th colspan="2">Flow run</th></tr>
<tr><td>Number of warnings the tools reported</td><td>25</td></tr>
<tr><td>Number of max-cap violations</td><td>0</td></tr>
<tr><th colspan="2">Placement</th></tr>
<tr><td>Final weighted congestion in routability-driven placement</td><td>0.9951</td></tr>
<tr><td>HPWL after detailed placement</td><td>21910 µm</td></tr>
<tr><td>Port Buffer Count</td><td>153</td></tr>
</table>
-- routing by layer --
metal / vias to the layer above / share of wire, %
met2: 442 / 43
met5: - / 0
met4: 0 / 2.6
met3: 57 / 11
met1: 3971 / 44
li1: 3853 / -
-- layout by cell type, fill, tap and decap left out, drive strengths merged, types with 6 or more instances in the layout --
cell type,count
mux2i,8
and3,9
inv,206
buf,20
o21ai,58
nor3,28
nand2,90
or3,7
and2,8
nand2b,8
a21oi,62
a21o,13
o221ai,6
o22ai,6
nand4,8
ha,19
o21a,11
nand3,45
nor4,9
fa,99
dfxtp,16
a31oi,29
o211a,9
clkdlybuf4s50,152
o211ai,13
or2,9
a211oi,25
nor2,75
o31ai,7
-- how the worst min path moves through the flow --
stage | start | to | slack, ps | cells after the start
4_1_cts | sa[2] | REG_1.q[8] | 2590 | 3
6_report | sa[2] | REG_1.q[8] | 2590 | 3
5_1_grt | sa[2] | REG_1.q[8] | 2640 | 3
-- final cells by class --
type,instances,area [µm²],share of cell area (%)
Clock buffer,3,75.07,0.7954
Timing Repair Buffer,172,1669,17.69
Tap cell,324,405.4,4.295
Multi-Input combinational cell,765,6191,65.60
Inverter,207,777.0,8.233
Sequential cell,16,320.3,3.394
-- metrics by stage --
step	std cells	cell area [µm²]	worst slack [ps]	util, %
finish	1487	9438	2044	38.69
global route	1487	9438	1629	38.69
CTS	1487	9438	2107	38.69
detailed placement	1484	9363	1889	38.39
global placement	1484	9363	1910	38.39
floorplan	1042	7503	3682	-
-- cell families after synthesis --
logic type      count (synthesis)  synth area share, %
mux                             9                1.217
simple gates                  311                19.86
compound gates                316                30.52
fa+ha+maj                     119                29.71
xor+xnor                       10                1.167
buf+inv                       261                13.26
flops                          16                4.269
-- worst max-delay path: stages --
cell                              delay, ps
sky130_fd_sc_hd__clkdlybuf4s50_1        450
sky130_fd_sc_hd__inv_1                   50
sky130_fd_sc_hd__fa_1                   540
sky130_fd_sc_hd__inv_1                   60
sky130_fd_sc_hd__fa_1                   550
sky130_fd_sc_hd__fa_1                   440
sky130_fd_sc_hd__fa_1                   500
sky130_fd_sc_hd__ha_1                   170
sky130_fd_sc_hd__inv_1                   70
sky130_fd_sc_hd__fa_1                   470
sky130_fd_sc_hd__nor2b_1                220
sky130_fd_sc_hd__o21a_1                 250
sky130_fd_sc_hd__nor3_2                  90
sky130_fd_sc_hd__o21ai_1                780
sky130_fd_sc_hd__a21oi_2                290
sky130_fd_sc_hd__nor3_2                 560
sky130_fd_sc_hd__a311oi_2               210
sky130_fd_sc_hd__a2111oi_2              640
sky130_fd_sc_hd__a21oi_1                190
sky130_fd_sc_hd__a22oi_1                300
sky130_fd_sc_hd__a31o_2                 210
sky130_fd_sc_hd__o2111ai_1              120
sky130_fd_sc_hd__a31oi_1                170
-- power by group through the flow --
stage	registers, mW	clock network (mW)	logic (mW)
CTS	0.0568	0.0680	2.39
finish	0.0568	0.0664	2.41
global route	0.0568	0.0727	2.70
Power is estimated from default activity; no workload was simulated.
