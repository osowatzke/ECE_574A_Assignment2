$ cat design.v
`timescale 1ns / 1ns
module SADD(a, b, sum);
    parameter DATAWIDTH = 32;
    input signed [DATAWIDTH-1:0] a;
    input signed [DATAWIDTH-1:0] b;
    output reg signed [DATAWIDTH-1:0] sum;
    always @(a,b) begin
        sum <= a+b;
    end
endmodule
`timescale 1ns / 1ns
module SCOMP(a,b,gt,lt,eq);
    parameter DATAWIDTH = 32;
    input signed [DATAWIDTH-1:0] a;
    input signed [DATAWIDTH-1:0] b;
    output reg gt,lt,eq;
    always @(a,b) begin
        gt <= 0; lt <= 0; eq <= 0;
        if (a>b) begin
            gt <= 1;
        end
        else if (a<b) begin
            lt <= 1;
        end
        else begin
            eq <= 1;
        end
    end
endmodule
`timescale 1ns/1ns
module SMUX2x1(a, b, sel, d);
    parameter DATAWIDTH = 32;
    input signed [DATAWIDTH-1:0] a;
    input signed [DATAWIDTH-1:0] b;
    input sel;
    output reg signed [DATAWIDTH-1:0] d;
    always @(a, b, sel)
        d = sel ? b : a;
endmodule
`timescale 1ns/1ns
module SREG(q, d, Clk, Rst);
    parameter   DATAWIDTH = 32;
    input Clk;
    input Rst;
    input signed [DATAWIDTH-1:0] d;
    output reg signed [DATAWIDTH-1:0] q;
    always @(posedge Clk) begin
        if (Rst == 1'b1)
            q <= 0;
        else
            q <= d;
    end
endmodule
`timescale 1ns / 1ns
module SSHL(a,sh_amt,d);
    parameter DATAWIDTH = 32;
    input signed [DATAWIDTH-1:0] a;
    input [DATAWIDTH-1:0] sh_amt;
    output reg signed [DATAWIDTH-1:0] d;
    always @(a,sh_amt) begin
        d <= a << sh_amt;
    end
endmodule
`timescale 1ns / 1ns
module SSHR(a,sh_amt,d);
    parameter DATAWIDTH = 32;
    input signed [DATAWIDTH-1:0] a;
    input [DATAWIDTH-1:0] sh_amt;
    output reg signed [DATAWIDTH-1:0] d;
    always @(a,sh_amt) begin
        d <= a >> sh_amt;
    end
endmodule
`timescale 1ns/1ns
module SSUB(a, b, diff);
    parameter DATAWIDTH = 32;
    input signed [DATAWIDTH-1:0] a;
    input signed [DATAWIDTH-1:0] b;
    output reg signed [DATAWIDTH-1:0] diff;
    always @(a, b) begin
        diff <= a - b;  
    end
endmodule
`timescale 1ns/1ns
module circuit4(a, b, c, z, x, Clk, Rst);
    input  Clk, Rst;
    input  signed [63:0] a, b, c;
    output signed [31:0] z, x;
    wire signed [63:0] d, e, f, g, h;
    wire dLTe, dEQe;
    wire [63:0] dLTe_64, dEQe_64;
    wire signed [63:0] greg, hreg, x_64, z_64;
    wire signed [31:0] xrin, zrin;
    wire signed [31:0] xrin_32, zrin_32;
    assign dLTe_64 = {{63{1'b0}}, dLTe};
    assign dEQe_64 = {{63{1'b0}}, dEQe};
    assign xrin_32 = xrin[31:0];
    assign zrin_32 = zrin[31:0];
    SADD    #(.DATAWIDTH(64)) ADD_1(a, b, d);                 
    SADD    #(.DATAWIDTH(64)) ADD_2(a, c, e);                 
    SSUB    #(.DATAWIDTH(64)) SUB_3(a, b, f);                 
    SCOMP   #(.DATAWIDTH(64)) COMP_1(d, e, , , dEQe);         
    SCOMP   #(.DATAWIDTH(64)) COMP_2(d, e, , dLTe, );         
    SMUX2x1 #(.DATAWIDTH(64)) MUX2x1_1(e, d, dLTe, g);        
    SMUX2x1 #(.DATAWIDTH(64)) MUX2x1_2(f, g, dEQe, h);        
    SREG    #(.DATAWIDTH(64)) REG_1(greg, g, Clk, Rst);       
    SREG    #(.DATAWIDTH(64)) REG_2(hreg, h, Clk, Rst);       
    SSHL    #(.DATAWIDTH(64)) SHL_1(hreg, dLTe_64, xrin);     
    SSHR    #(.DATAWIDTH(64)) SHR_1(greg, dEQe_64, zrin);     
    SREG    #(.DATAWIDTH(32)) REG_3(x, xrin_32, Clk, Rst);    
    SREG    #(.DATAWIDTH(32)) REG_4(z, zrin_32, Clk, Rst);    
endmodule
$ cat run.sh
#!/bin/bash
# OpenROAD 26Q1-2900-gdf79404cd8, Yosys 0.63+post, stock flow scripts
make -C /OpenROAD-flow-scripts/flow DESIGN_CONFIG=/design/flow/config.mk WORK_HOME=/design/flow/orfs finish
$ cat config.mk
export PLATFORM = sky130hd
export DESIGN_NAME = circuit4
export DESIGN_NICKNAME = circuit4
export VERILOG_FILES = /design/flow/design.v
export SDC_FILE = /design/flow/constraint.sdc
export NUM_CORES = 4
export LEC_CHECK = 1
export CORE_UTILIZATION = 50
$ cat constraint.sdc
current_design circuit4

set clk_period 33.4
set clk_io_pct 0.2

create_clock -name clk0 -period $clk_period [get_ports {Clk}]

set non_clock_inputs [all_inputs -no_clocks]
set_input_delay [expr $clk_period * $clk_io_pct] -clock clk0 $non_clock_inputs
set_output_delay [expr $clk_period * $clk_io_pct] -clock clk0 [all_outputs]
==> notes.md <==
Notes on the flow run.

- Overall routing resource usage recorded by global route was 29.9%.
- Setup repair after global routing left no endpoint under its margin.
- Internal power comes to 0.000528 W.
- For this sky-water flow run, the detailed-routed wirelength per cell is reported as 17.6 um.
- The worst max-slew margin expressed relative to the limit is 45.8%, for reference.
- Row generation in the floorplan step produced 62 rows.
- The core footprint is 28800 um^2, for reference.
- Per the detailed-route log, wirelength across all metal layers totals 44500 um.
- Ranked by total cell area, the synthesized netlist is headed by sky130_fd_sc_hd__ha_1, sky130_fd_sc_hd__dfxtp_1, sky130_fd_sc_hd__a21oi_1.
- The quantity of hold-fixing buffers added after cts is 0, for reference.
- The final report lists the setup-violating endpoint count as 0.
- Yosys instantiated no cell more often than sky130_fd_sc_hd__a21oi_1.
- The data required time of the critical path is 33.67 ns, for reference.
- The transition time recorded at the tightest slew-check pin is 0.813 ns.
- The via count of the first global-routing pass is 13500, for reference.
- The final global-route overflow total is 0, for reference.
- The final weighted congestion of routability-driven global placement is 0.990, for reference.
- The commonest register cell is sky130_fd_sc_hd__dfxtp_1.
- The reported leakage power is 8.16 nW, for reference.
- In this build the clock could be raised as far as 72.4 MHz.
- The number of cells reported by Yosys stat comes to 1922.
- The script logs the ratio of routed vias to standard cells as 5.70.
- The count of TritonRoute iterations in the first routing pass is 5, for reference.
- The setup clock skew after layout is 0.00816 ns, for reference.
- The final timing report derives a shortest allowable period of 13.80 ns.
- The number of warning messages in the logs is 57, for reference.
- For this design, the sink count on the clock tree is 129.
- The via count is 14400, for reference.
- The endpoint class of the critical path is a flop, for reference.
- The flow ran to the end, and the final reports show no timing, DRC or antenna violations.
- The y dimension of the die is 173 um, for reference.
- For reference, the post-synthesis area per instance comes to 7.62 um^2.
- The worst-case vdd ir drop is 0.0446 mV, for reference.
- The share of power burned in the clock network is 23.5%, for reference.
- The post-synthesis async set-or-reset flop share is 0%, for reference.
- The power after layout is 0.000840 W, for reference.
- For the final routed database, the setup TNS stands at 0 ns.
- The gate count after technology mapping is 1922, for reference.
- The maximum root-to-sink buffer count is 2, for reference.
- By count the netlist is led by sky130_fd_sc_hd__a21oi_1, sky130_fd_sc_hd__ha_1, sky130_fd_sc_hd__nor2_1, sky130_fd_sc_hd__nand2_1, sky130_fd_sc_hd__dfxtp_1.
- The worst reg2reg path startpoint is REG_2.q[5]$_SDFF_PP0_, for reference.
- The tree is rooted in a sky130_fd_sc_hd__clkbuf_16.
- The largest fanout of any net on the critical path is 50, for reference.
- The power per standard cell area is 46.5 nW/um^2, for reference.
- The iteration-0 DRC count of the detailed router is 1078, for reference.
- During placement, the flow inserted port buffers numbering 257.
- The number of I/O pins is 258, for reference.
- After clock tree synthesis, the repair step resized 0 gates.
- The number of antenna violations at the first check in global routing is 6, for reference.
- The warning count from the yosys run is 10, for reference.
- The cell count of the worst reg-to-reg path is 2, for reference.
- Entering global routing, the biggest net connects 79 pins.
- The final routed DRC violation total is 0, for reference.
- The library cell occupying the most area in the post-synthesis netlist is sky130_fd_sc_hd__ha_1, for reference.
- The worst min-delay path category is flop to flop, for reference.
- The share of synthesized area in the top cell type comes to 18.9%.
- The width of the chip is 173 um, for reference.
- The timing report gives the clock slew at the launch and capture registers of the worst setup and hold paths as 0.06 ns.
- The switching component of the power was reported as 0.000312 W.
- The report counts max-capacitance violations totalling 0.
- The chip area from the yosys synthesis statistics is 14600 um^2, for reference.
- The clock network latency to the later pin of the worst-skew pair is 0.40 ns, for reference.
- Combinational cells account for 51.9% of the total power.
- In the floorplan report the effective utilization is 50.9%.
- Per the timing report, the most critical flop-to-flop path finishes at REG_3.q[5]$_SDFF_PP0_.
- The full die area is 30000 um^2, for reference.
- Clock tree synthesis inserted a total of 17 buffers.
- The number of distinct library cells after synthesis is 80, for reference.
- By startpoint and endpoint, the worst setup path is classified as input pin to flop.
- The portion of the clock cycle consumed by the worst path in the final layout is 41.3%, for reference.
- The wire-length estimate of the detail-placed layout is 36600 um.
- The number of synthesized flops with an enable pin is 0, for reference.
- The setup check on the worst reg-to-reg path leaves a slack of 32.69 ns.
- OpenSTA lists the critical path endpoint as REG_1.q[31]$_SDFF_PP0_.
- The first global-routing pass estimated 70800 um of wire.
- After synthesis the netlist holds a flip-flop and latch count of 129.
- OpenSTA lists the critical path startpoint as a[0].
- The TritonCTS clock tree is built, for reference.
- Of the total power, registers draw 24.6%.
- The number of levels the H-tree was split into is 4, for reference.
- The residual antenna-violating net count after detailed routing is 0, for reference.
- The summed instance area of the synthesized netlist is 14600 um^2, for reference.
- The signed area change from the synthesized netlist to the final layout is 23.4%, for reference.
- The share of synthesized area occupied by flip-flops and latches is 17.6%, for reference.
- Per the final report, max-transition violations number 0.
- The share of cells above drive strength 1 is 3.70%, for reference.
- The data arrival time of the worst path is 14.07 ns, for reference.
- The switching part of the total power is 37.1%, for reference.
- The kind of start point of the critical path is an input pin, for reference.
- Once the clock tree was built, the setup fixing pass inserted 0 buffers.
- Counting endpoints that fail hold in the final report gives 0.
[through the flow]
stage / instances / cell area, um^2 / setup slack, ns / hold WS, ns / utilization [%]
3_3_place_gp: 2486 / 17400 / 19.43 / 0.445 / 60.5
2_1_floorplan: 1922 / 14600 / 21.51 / 0.417 / -
4_1_cts: 2517 / 18000 / 19.61 / 0.454 / 62.7
6_report: 2523 / 18100 / 19.60 / 0.458 / 62.8
5_1_grt: 2523 / 18100 / 18.97 / 0.473 / 62.8
3_5_place_dp: 2486 / 17400 / 19.24 / 0.441 / 60.5
[power by group through the flow]
stage | logic [W] | clock network [W] | registers [W]
after global routing | 0.000482 | 0.000207 | 0.000210
after CTS | 0.000435 | 0.000199 | 0.000207
final | 0.000436 | 0.000198 | 0.000207
[worst min-delay path by stage]
stage	start	to	depth (start not counted)
after CTS	REG_1.q[0]$_SDFF_PP0_	REG_4.q[0]$_SDFF_PP0_	2
after global routing	REG_1.q[0]$_SDFF_PP0_	REG_4.q[0]$_SDFF_PP0_	2
final	REG_1.q[8]$_SDFF_PP0_	REG_4.q[8]$_SDFF_PP0_	2
[layout make-up]
class                   count  area [um^2]
diodes                      6         15.0
clock buffers              20          457
clock inverters            11          185
fillers                  2453        10700
inverters                 115          432
multi-input cells        1596        11300
flip-flops and latches    129         2580
well taps                 384          480
repair buffers            262         2610
[critical path, cell delays in order]
cell	delay, ns
sky130_fd_sc_hd__clkdlybuf4s50_1	0.45
sky130_fd_sc_hd__ha_1	0.26
sky130_fd_sc_hd__inv_1	0.08
sky130_fd_sc_hd__fa_1	0.20
sky130_fd_sc_hd__nor2b_1	0.07
sky130_fd_sc_hd__o31ai_1	0.36
sky130_fd_sc_hd__a21oi_1	0.26
sky130_fd_sc_hd__a311oi_1	0.70
sky130_fd_sc_hd__o21ai_1	0.24
sky130_fd_sc_hd__o22ai_1	0.42
sky130_fd_sc_hd__nor3_1	0.12
sky130_fd_sc_hd__a221oi_1	0.46
sky130_fd_sc_hd__o221ai_1	0.20
sky130_fd_sc_hd__o211ai_1	0.17
sky130_fd_sc_hd__o21bai_1	0.11
sky130_fd_sc_hd__xnor2_1	0.19
sky130_fd_sc_hd__ha_1	0.29
sky130_fd_sc_hd__a21o_1	0.16
sky130_fd_sc_hd__a211oi_1	0.22
sky130_fd_sc_hd__o211ai_1	0.12
sky130_fd_sc_hd__a221oi_1	0.56
sky130_fd_sc_hd__nor2_1	0.14
sky130_fd_sc_hd__a31oi_4	0.16
sky130_fd_sc_hd__buf_4	0.34
sky130_fd_sc_hd__buf_4	0.69
sky130_fd_sc_hd__mux2i_1	0.29
sky130_fd_sc_hd__nor2_1	0.06
[state kept, by name (all words and copies together) (netlist names)]
| signal | count |
|---|---|
| REG_1.q | 33 |
| REG_2.q | 32 |
| REG_3.q | 32 |
| REG_4.q | 32 |
[layer usage]
layer | up-vias | wire length, um | global-route usage [%]
met1 | 6636 | 20200 | 43.4
met4 | 0 | 892 | 6.42
met5 | - | 0 | 0
met3 | 48 | 2390 | 3.88
li1 | 7263 | - | -
met2 | 439 | 21000 | 48.2
[layout by cell type (no fill, tap or decap), types with 71 or more instances in the layout]
cell and instances:
sky130_fd_sc_hd__nor2_1 188, sky130_fd_sc_hd__a21o_1 93, sky130_fd_sc_hd__a21oi_1 228, sky130_fd_sc_hd__dfxtp_1 129
sky130_fd_sc_hd__xnor2_1 114, sky130_fd_sc_hd__clkdlybuf4s50_1 256, sky130_fd_sc_hd__o21ai_0 71, sky130_fd_sc_hd__inv_1 111
sky130_fd_sc_hd__ha_1 221, sky130_fd_sc_hd__nand2_1 181
[cells by family (layout without fill, tap and decap cells)]
group / count (synthesis) / after routing / synth area share (%)
mux: 60 / 60 / 4.10
simple gates: 575 / 575 / 18.3
other cells: 0 / 6 / 0
compound gates: 584 / 584 / 26.2
xor+xnor: 153 / 153 / 9.15
fa+ha+maj: 224 / 224 / 19.3
flops: 129 / 129 / 17.6
buf+inv: 197 / 408 / 5.31
Power and IR drop assume default switching activity.
