### /design/flow/design.v
`timescale 1ns / 1ns
module SADD(a, b, sum);
    parameter DATAWIDTH = 32;
    input signed [DATAWIDTH-1:0] a;
    input signed [DATAWIDTH-1:0] b;
    output reg signed [DATAWIDTH-1:0] sum;
    always @(a,b) begin
        sum <= a+b;
    end
endmodule
`timescale 1ns / 1ns
module SCOMP(a,b,gt,lt,eq);
    parameter DATAWIDTH = 32;
    input signed [DATAWIDTH-1:0] a;
    input signed [DATAWIDTH-1:0] b;
    output reg gt,lt,eq;
    always @(a,b) begin
        gt <= 0; lt <= 0; eq <= 0;
        if (a>b) begin
            gt <= 1;
        end
        else if (a<b) begin
            lt <= 1;
        end
        else begin
            eq <= 1;
        end
    end
endmodule
`timescale 1ns/1ns
module SMUX2x1(a, b, sel, d);
    parameter DATAWIDTH = 32;
    input signed [DATAWIDTH-1:0] a;
    input signed [DATAWIDTH-1:0] b;
    input sel;
    output reg signed [DATAWIDTH-1:0] d;
    always @(a, b, sel)
        d = sel ? b : a;
endmodule
`timescale 1ns/1ns
module SREG(q, d, Clk, Rst);
    parameter   DATAWIDTH = 32;
    input Clk;
    input Rst;
    input signed [DATAWIDTH-1:0] d;
    output reg signed [DATAWIDTH-1:0] q;
    always @(posedge Clk) begin
        if (Rst == 1'b1)
            q <= 0;
        else
            q <= d;
    end
endmodule
`timescale 1ns / 1ns
module SSHL(a,sh_amt,d);
    parameter DATAWIDTH = 32;
    input signed [DATAWIDTH-1:0] a;
    input [DATAWIDTH-1:0] sh_amt;
    output reg signed [DATAWIDTH-1:0] d;
    always @(a,sh_amt) begin
        d <= a << sh_amt;
    end
endmodule
`timescale 1ns / 1ns
module SSHR(a,sh_amt,d);
    parameter DATAWIDTH = 32;
    input signed [DATAWIDTH-1:0] a;
    input [DATAWIDTH-1:0] sh_amt;
    output reg signed [DATAWIDTH-1:0] d;
    always @(a,sh_amt) begin
        d <= a >> sh_amt;
    end
endmodule
`timescale 1ns/1ns
module SSUB(a, b, diff);
    parameter DATAWIDTH = 32;
    input signed [DATAWIDTH-1:0] a;
    input signed [DATAWIDTH-1:0] b;
    output reg signed [DATAWIDTH-1:0] diff;
    always @(a, b) begin
        diff <= a - b;  
    end
endmodule
`timescale 1ns / 1ns
module circuit2(a, b, c, z, x, Clk, Rst);
    input  Clk, Rst;
    input  signed [31:0] a, b, c;
    output signed [31:0] z, x;
    wire   signed [31:0] d, e, f, g, h, xwire, zwire;
    wire   [31:0] dLTe_32, dEQe_32;
    wire   dLTe, dEQe;
    assign dLTe_32 = {{31{1'b0}}, dLTe};
    assign dEQe_32 = {{31{1'b0}}, dEQe};
    SADD   #(.DATAWIDTH(32)) ADD_1(a, b, d);                 
    SADD   #(.DATAWIDTH(32)) ADD_2(a, c, e);                 
    SSUB   #(.DATAWIDTH(32)) SUB_1(a, b, f);                 
    SCOMP  #(.DATAWIDTH(32)) COMP_1(d, e, ,dLTe, dEQe);     
    SMUX2x1#(.DATAWIDTH(32)) MUX2x1_1(e, d, dLTe, g);        
    SMUX2x1#(.DATAWIDTH(32)) MUX2x1_2(f, g, dEQe, h);        
    SSHL   #(.DATAWIDTH(32)) SHL_1(g, dLTe_32, xwire);       
    SSHR   #(.DATAWIDTH(32)) SHR_1(h, dEQe_32, zwire);       
    SREG   #(.DATAWIDTH(32)) REG_1(x, xwire, Clk, Rst);      
    SREG   #(.DATAWIDTH(32)) REG_2(z, zwire, Clk, Rst);      
endmodule
### /design/flow/run.sh
#!/bin/bash
# OpenROAD 26Q1-2900-gdf79404cd8, Yosys 0.63+post, stock flow scripts
make -C /OpenROAD-flow-scripts/flow DESIGN_CONFIG=/design/flow/config.mk WORK_HOME=/design/flow/orfs finish
### /design/flow/config.mk
export PLATFORM = sky130hd
export DESIGN_NAME = circuit2
export DESIGN_NICKNAME = circuit2
export VERILOG_FILES = /design/flow/design.v
export SDC_FILE = /design/flow/constraint.sdc
export NUM_CORES = 4
export LEC_CHECK = 1
export CORE_UTILIZATION = 50
### /design/flow/constraint.sdc
current_design circuit2

set clk_period 26.7
set clk_io_pct 0.2

create_clock -name clk0 -period $clk_period [get_ports {Clk}]

set non_clock_inputs [all_inputs -no_clocks]
set_input_delay [expr $clk_period * $clk_io_pct] -clock clk0 $non_clock_inputs
set_output_delay [expr $clk_period * $clk_io_pct] -clock clk0 [all_outputs]
==> results.cfg <==
; flow metrics
[yosys]
edf_count = 0
synth_seq_share_pct = 16.18
synthTopCellsByArea = ha_1, dfxtp_1, xnor2_1, nor2_1, a21oi_1
yosysCellCount = 1059
synth_cell_types = 73
netlist_area_sq_um = 7916
yosys_area_sq_um = 7916
top_area_share_pct = 19.76
async_flop_share_pct = 0
synth_cells = 1059
synthTopCellsByCount = nor2_1, ha_1, inv_1, a21oi_1, xnor2_1
avgSynthCellArea_sq_um = 7.475
synth_flop_count = 64
largest_area_cell = ha_1
synth.yosys.warnings = 7
most_common_cell = nor2_1
ff_type = dfxtp_1

[final_timing]
setup_slack_ps = 15040
tns_ps = 0
fin_crit_sh_pct = 43.67
fmax_ghz = 0.08576
min_period_ps = 11660
rsz0062_at_grt = no
setup_viol = 0
timing.slew.headroom_pct = 44.64
final_hold_viol_count = 0
worst_pin_slew_ps = 809.5
slew_viol_final = 0

[clocking]
cts_setup_buffers = 0
cts_htree_levels = 3
clk_path_buf_depth = 2
clk_pin_slew_ps = 60
cts_hold_buf = 0
ctsResizeCount = 0
root_buffer = clkbuf_16
cts_buffers = 9
cts.sinks = 64
cts_tree = done

[routing]
wl_per_cell_um = 17.06
viasPerCell = 5.684
ant_nets = 0
drt_first_pass_iters = 5
vias = 7974
drc = 0
drt_iter0_markers = 619
antennaDiodeCount = 0
drt-total-wl_um = 23940

[flow_run]
warnings = 57
maxCapViolCount = 0

[grt]
track_usage_pct = 30.32
grt_first_pass_wirelength_um = 38210
grt_pass1_vias = 7190
grt_max_degree = 69
antenna_found_initial = 0
grt_overflow = 0

[critical_path]
path_delay_family = AND-OR/OR-AND gates
crit_arrival_ps = 11890
path_buffers = 5
critPathSlowestCell = o31ai_1
max_stage_delay_ps = 650
worst-setup-path-type = input pin to flop
worst_ep_required_time_ps = 26930
path_max_fanout = 61
critPathLaunchType = input pin
endpoint_kind = flop

[floorplan]
fp.coreArea_sq_um = 15310
core_util_floorplan_pct = 51.69
dieArea_sq_um = 16340
die_y_um = 127.8
rows = 45
io_pins = 162
die_x_um = 127.8

[placement]
io_buffers = 161
dp_slack_ps = 14820
dp_hpwl_um = 19490
placed_cell_area_sq_um = 9639
gp_congestion = 0.9632

[power_and_ir_drop]
p_total_uw = 569.4
power_per_cell_area_nw_per_um2 = 57.24
ir_drop_mv = 0.04879
p_leak_nw = 4.466

[finish]
utilization_pct = 64.95
drive_above_1_share_pct = 3.356
postLayoutCellArea_sq_um = 9947
areaGrowthSynthToFinish_pct = 25.65

[status]
status = finished, final reports clean

[min_path]
hold_path_class = input pin to flop
metrics by stage:
stage | hold slack, ps | cells
6_report | 5644 | 1403
5_1_grt | 5695 | 1403
4_1_cts | 5653 | 1403
3_5_place_dp | 5994 | 1387
3_3_place_gp | 5995 | 1387
2_1_floorplan | 5571 | 1059
report_power, final:
part	total (mW)	switching (mW)	internal (mW)	leakage [nW]
sequential	0.129	0.00743	0.122	0.534
combinational	0.317	0.165	0.152	3.78
clock	0.123	0.0459	0.0770	0.148
state kept, by name, summed over array words and instances, names as in the netlist:
name	cells
REG_2.q	32
REG_1.q	32
worst paths after layout:
kind,start,to,cells past startpoint
max,b[1],REG_2.q[31],25
min,Rst,REG_1.q[28],3
cell usage in the layout (no fill, tap or decap), types with 8 or more instances in the layout:
master           instances
o21bai_1                18
nor2_1                 147
xor2_1                  24
clkdlybuf4s50_1        160
o21ai_0                 36
nand2_1                 47
o21a_1                  12
nand3_1                 21
a21o_1                  38
a21oi_1                 93
nor4_1                  10
nor2b_1                 17
o21ai_1                  9
o211ai_1                 8
nor3_1                  17
a211oi_1                36
clkbuf_16                9
nand2b_1                 9
inv_1                   94
xnor2_1                 65
o31ai_1                 10
nand4_1                 11
a31oi_1                 10
ha_1                   125
dfxtp_1                 64
final cells by class:
type	count	area (sq um)
multi-input combinational	851	6097
fill	1371	5368
timing repair buffer	165	1637
sequential	64	1281
inverter	96	360.3
tap	211	264.0
clock buffer	11	252.7
clock inverter	5	55.05
kinds of logic (layout without fill, tap and decap cells):
group           count (synthesis)  count (layout)  synth area share (%)
buf+inv                       144             277                 7.018
xor+xnor                       89              89                 9.847
fa+ha+maj                     128             128                 20.52
compound gates                315             315                 26.74
simple gates                  310             310                 18.51
mux                             9               9                 1.185
flops                          64              64                 16.18
layer usage:
| metal | global-route usage [%] | up-vias | part of all wire (%) | wire (um) |
|---|---|---|---|---|
| li1 | - | 4011 | - | - |
| met1 | 46.83 | 3620 | 48 | 11510 |
| met2 | 45.14 | 307 | 43 | 10290 |
| met3 | 4.464 | 36 | 6.8 | 1623 |
| met4 | 6.228 | 0 | 2.1 | 508 |
| met5 | 0 | - | 0 | 0 |
Power is estimated from default activity; no workload was simulated.
